## /design/flow/design.v

```verilog
module clock_divider(
    input clock,
    output reg div_clock = 0
);
reg [1:0] counter = 0;
always @ (posedge clock)
begin
  if (counter == 2'd3)
  begin
    counter <= 0;
    div_clock <= ~div_clock;
  end
  else begin
    counter <= counter + 1;
  end
end
endmodule
module horizontal
(
    input clk,        
    output reg ven,           
    output reg [15:0]hcount = 0        
);
always @ (posedge clk)
begin
    if(hcount < 799) begin              
    hcount <= hcount + 1;
    ven <= 0;
    end
    else begin
    hcount <= 0;            
    ven <= 1;             
    end
end
endmodule
module vertical
(
    input clk,        
    input ven,           
    output reg [15:0]vcount = 0        
);
always @ (posedge clk)
begin
    if(ven)           
    begin
        if(vcount < 524) begin         
        vcount <= vcount + 1;
        end
        else begin
        vcount <= 0;        
        end
    end
end
endmodule
module synchronize
(
    input [15:0]hcount,             
    input [15:0]vcount,             
    output hsync,      
    output vsync,   
    output [15:0]x_loc,           
    output [15:0]y_loc,             
    output video
);
parameter H_display = 640, H_front_porch = 16, H_back_porch = 48, H_sync_width = 96;
parameter V_display = 480, V_front_porch = 10, V_back_porch = 33, V_sync_width = 2;
assign video = ((hcount < H_display) && (vcount < V_display)) ? 1'b1 : 1'b0 ;
assign x_loc = hcount;
assign y_loc = vcount;
assign hsync = (hcount >= (H_display + H_front_porch)) && (hcount < (H_display + H_front_porch + H_sync_width)) ? 1'b0 : 1'b1;
assign vsync = (vcount >= (V_display + V_front_porch)) && (vcount < (V_display + V_front_porch + V_sync_width)) ? 1'b0 : 1'b1;
endmodule
module pixelgenerator
(
    input clk,
    input video,
    input [15:0]xpixel,
    input [15:0]ypixel,
    output reg [3:0]red,
    output reg [3:0]green,
    output reg [3:0]blue
);
parameter H_display = 640;
parameter V_display = 480;
always @ (posedge clk)
begin
    if(video)
    begin
        if((xpixel == 0) || (ypixel == 0) || (xpixel == H_display-1) || (ypixel == V_display-1))
        begin
            red <= 4'h0;
            green <= 4'h0;
            blue <= 4'h0;
        end
        else if (xpixel > 0 && xpixel < 200) begin
            red <= 4'h1;
            green <= 4'h0;
            blue <= 4'h0;
        end
        else if ((xpixel > 200) && (xpixel < 400)) begin
            red <= 4'h0;
            green <= 4'h1;
            blue <= 4'h0;
        end
        else if((xpixel > 400) && (xpixel < H_display-1)) begin
            red <= 4'h0;
            green <= 4'h0;
            blue <= 4'h1;
        end
    end
    else 
    begin
        red <= 4'h1;
        green <= 4'h1;
        blue <= 4'h1;
    end
end
endmodule
module vga
(
    input clk,                    
    output hsync,                 
    output vsync, 
    output video,                
    output [3:0] red,             
    output [3:0] green,           
    output [3:0] blue             
);
wire div_clock;
wire ven;
wire [15:0]hor_count;
wire [15:0]ver_count;
wire [15:0]x;
wire [15:0]y;
clock_divider cd(
    .clock(clk),             
    .div_clock(div_clock)             
);
horizontal hc(
    .clk(div_clock),        
    .ven(ven),           
    .hcount(hor_count)        
);
vertical vc(
    .clk(div_clock),        
    .ven(ven),           
    .vcount(ver_count)         
);
synchronize s(
    .hcount(hor_count),             
    .vcount(ver_count),             
    .hsync(hsync),      
    .vsync(vsync),   
    .x_loc(x),           
    .y_loc(y),             
    .video(video)        
);
pixelgenerator pg(
    .clk(div_clock),        
    .video(video),       
    .xpixel(x),         
    .ypixel(y),         
    .red(red),            
    .green(green),
    .blue(blue)
);
endmodule
```

## /design/flow/run.sh

```bash
#!/bin/bash
# OpenROAD 26Q1-2900-gdf79404cd8, Yosys 0.63+post, stock flow scripts
make -C /OpenROAD-flow-scripts/flow DESIGN_CONFIG=/design/flow/config.mk WORK_HOME=/design/flow/orfs finish
```

## /design/flow/config.mk

```make
export PLATFORM = sky130hd
export DESIGN_NAME = vga
export DESIGN_NICKNAME = vga
export VERILOG_FILES = /design/flow/design.v
export SDC_FILE = /design/flow/constraint.sdc
export NUM_CORES = 4
export LEC_CHECK = 1
export CORE_AREA = 10 10 110 110
export DIE_AREA = 0 0 120 120
```

## /design/flow/constraint.sdc

```tcl
current_design vga

set clk_period 2.3
set clk_io_pct 0.2

create_clock -name clk0 -period $clk_period [get_ports {clk}]

set non_clock_inputs [all_inputs -no_clocks]
set_input_delay [expr $clk_period * $clk_io_pct] -clock clk0 $non_clock_inputs
set_output_delay [expr $clk_period * $clk_io_pct] -clock clk0 [all_outputs]
```

==> qor.log <==
qor: pwr.post-layout-total-power 209 µW
qor: routing.antenna_left 0
qor: global_routing.first_global_vias 1,111
qor: timing.fmax 1200 MHz
qor: global_routing.first_pass_grt_wire_length 4.97 mm
qor: placed_design.buffer_ports.inserted 6
qor: timing.grt_setup_unrepaired false
qor: pwr.pwr_density_cell 101 nW/µm²
qor: routing.dr_total_vias 1,192
qor: critical_path.crit_chain ha_1
qor: critical_path.critical_path_class reg -> reg
qor: cells_and_area.drive_gt1_frac 0.0457
qor: global_routing.globalRouteTotalUtil 0.0393
qor: placed_design.place_ws 1.47 ns
qor: clock_network.clk_pin_slew 0.03 ns
qor: timing.post-route-worst-setup-slack 1.47 ns
qor: cells_and_area.nFillCells 1,061
qor: clock_network.cts_root_buffer sky130_fd_sc_hd__clkbuf_8
qor: cells_and_area.finish.utilization 0.212
qor: critical_path.timing.critical_path.slowest_cell_delay 0.33 ns
qor: critical_path.critPathTopFamily flip-flops
qor: pwr.max-vdd-ir-drop 0.000100 V
qor: clock_network.tritoncts done
qor: critical_path.critPathArrivalTime 0.75 ns
qor: cells_and_area.fin_area 2070 µm²
qor: routing.insertedDiodeCount 0
qor: die.dieArea 14,400 µm²
qor: timing.unclocked_pins 36
qor: clock_network.resize_count_post_cts 0
qor: logic_synthesis.mappedNetlistArea 1850 µm²
qor: placed_design.place_inst 326
qor: pwr.power_leakage 0.737 nW
qor: cells_and_area.ff_latch_area 951 µm²
qor: logic_synthesis.synthTopCellsByArea sky130_fd_sc_hd__edfxtp_1, sky130_fd_sc_hd__dfxtp_1, sky130_fd_sc_hd__nor2_1, sky130_fd_sc_hd__buf_4, sky130_fd_sc_hd__xor2_1
qor: die.std_cell_rows 36
qor: cells_and_area.layout.area.comb 798 µm²
qor: die.core 9770 µm²
qor: die.fp_util 0.189
qor: critical_path.cp-start-kind flip-flop
qor: routing.drt_first_iter_violations 72
qor: clock_network.htreeDepth 1
qor: timing.timing.final.max_slew_violations 0
qor: routing.number_of_remaining_drc_errors 0
qor: logic_synthesis.ys_cells 187
qor: logic_synthesis.synth.cellmix.xorXnorShare 0.0662
qor: timing.finalCriticalPeriod 0.832 ns
qor: logic_synthesis.synth-edff-count 17
qor: logic_synthesis.ys_seq_frac 0.514
qor: critical_path.critical_path_peak_fanout 3
qor: routing.detail_route.wirelength 2.77 mm
qor: global_routing.gr-total-overflow 0
qor: logic_synthesis.synth.cellmix.adderShare 0.0338
qor: logic_synthesis.async_reset_ff_frac 0
qor: job.log.warning_count 27
qor: timing.tightest_slew 0.684 ns
qor: routing.dr.pass1.iters 4
qor: logic_synthesis.yosys_most_used_dff sky130_fd_sc_hd__dfxtp_1
qor: logic_synthesis.synthSimpleGateAreaFrac 0.211
qor: global_routing.grt_start_max_net_pins 37
qor: status.run_status finished, final reports clean
qor: timing.setup_violations 0
qor: logic_synthesis.synth-area-yosys 1850 µm²
qor: logic_synthesis.main_logic_family_after_synthesis simple AND/OR/NAND/NOR gates
qor: routing.routed_wire_length_per_instance 8.40 µm
qor: placed_design.finalWeightedCongestion 0.824
qor: logic_synthesis.avgSynthCellArea 9.90 µm²
qor: die.ios 16
qor: logic_synthesis.mux_share 0
qor: clock_network.cts_post_setup_buffers_inserted 0
qor: clock_network.cts_max_path_buffers 2
qor: job.cap_violations 0
qor: logic_synthesis.postSynthRegisterBits 39
qor: timing.fin_skew 0.00261 ns
qor: global_routing.initial_antenna_violation_count 0
qor: cells_and_area.layout-area-overhead-vs-synth 11.8%
qor: timing.finalCritPeriodShare 0.362
qor: timing.final.hold.worst_slack 0.435 ns
qor: placed_design.placed_cell_area 2020 µm²
qor: critical_path.crit_buf_inv 0
qor: clock_network.cts-buffers-inserted 3
qor: placed_design.dp.final_hpwl 2.08 mm
qor: clock_network.clock_insertion_delay_worst_skew 0.21 ns
qor: logic_synthesis.post_synth_num_cell_types 41
qor: logic_synthesis.area_share_of_and_or_or_and_cells_after_synthesis 0.0770
qor: timing.unconstrained_endpoints 46
qor: cells_and_area.final_cell_count_no_fill 330
qor: critical_path.nature_of_the_critical_path_endpoint flip-flop
qor: die.die_x 120 µm
qor: critical_path.crit_path_required_time 2.21 ns
qor: critical_path.crit_path_top_delay_cell sky130_fd_sc_hd__dfxtp_1
qor: timing.setup_tns 0 ns
qor: routing.route.detailed.vias_per_inst 3.61
qor: logic_synthesis.yosysWarningCount 4
qor: min_path.hold_class reg -> reg
qor: die.fp.dieH 120 µm
qor: logic_synthesis.top_cell_area_share 0.276
qor: logic_synthesis.synth_area_leader_cell sky130_fd_sc_hd__edfxtp_1
qor: timing.relSlewSlack 0.543
qor: clock_network.hold_buffers 0
qor: logic_synthesis.netlist_instances 187
qor: timing.hold_vio_cnt_final 0
## cells in the final DEF, fill, tap and decap left out, types with 4 or more instances in the layout
cell type,n
sky130_fd_sc_hd__nor2_1,30
sky130_fd_sc_hd__dfxtp_1,22
sky130_fd_sc_hd__conb_1,21
sky130_fd_sc_hd__edfxtp_1,17
sky130_fd_sc_hd__inv_1,11
sky130_fd_sc_hd__nand2_1,11
sky130_fd_sc_hd__nand3_1,10
sky130_fd_sc_hd__xor2_1,9
sky130_fd_sc_hd__clkdlybuf4s50_1,6
sky130_fd_sc_hd__nand4_1,5
sky130_fd_sc_hd__xnor2_1,5
sky130_fd_sc_hd__ha_1,5
sky130_fd_sc_hd__nor3_1,4
sky130_fd_sc_hd__nor4_1,4
sky130_fd_sc_hd__nor3b_1,4
## kinds of logic (layout without fill, tap and decap cells)
family	Yosys count	in the layout
and+or+nand+nor	78	78
buffers and inverters	32	22
other	1	21
xor gates and xnor gates	14	14
DFF	39	39
adders and majority gates	5	5
AOI/OAI and AO/OA	18	18
## flip-flops by register name (all words and copies together) (netlist names)
| signal | flops |
|---|---|
| pg.green | 1 |
| cd.counter | 2 |
| hc.ven | 1 |
| vc.vcount | 16 |
| pg.red | 1 |
| pg.blue | 1 |
| hc.hcount | 16 |
| cd.div_clock | 1 |
## area by class of cell
type                            instances  area share
Timing Repair Buffer                    7      0.0326
Clock buffer                            4      0.0218
Tap cell                              133      0.0804
Inverter                               11      0.0200
Multi-Input combinational cell        136       0.386
Sequential cell                        39       0.459
## synth_stat cells (2+ instances only)
master and n:
sky130_fd_sc_hd__nor2_1 30, sky130_fd_sc_hd__dfxtp_1 22, sky130_fd_sc_hd__edfxtp_1 17, sky130_fd_sc_hd__buf_4 12, sky130_fd_sc_hd__inv_1 11, sky130_fd_sc_hd__nand2_1 11
sky130_fd_sc_hd__nand3_1 10, sky130_fd_sc_hd__xor2_1 9, sky130_fd_sc_hd__ha_1 5, sky130_fd_sc_hd__nand4_1 5, sky130_fd_sc_hd__xnor2_1 5, sky130_fd_sc_hd__clkbuf_1 4
sky130_fd_sc_hd__nor3_1 4, sky130_fd_sc_hd__nor3b_1 4, sky130_fd_sc_hd__nor4_1 4, sky130_fd_sc_hd__a21o_1 3, sky130_fd_sc_hd__a21oi_1 2, sky130_fd_sc_hd__a31o_2 2
sky130_fd_sc_hd__buf_2 2, sky130_fd_sc_hd__clkbuf_2 2, sky130_fd_sc_hd__nand2b_1 2, sky130_fd_sc_hd__o21ai_0 2
## power by group
part	total, mW	internal, mW	switching, mW
sequential	0.0574	0.0574	0
combinational	0.00249	0	0.00249
clock	0.149	0.118	0.0312
## per-layer routing
metal  up-vias  wire length (µm)  GRT usage
met1       537              1330     0.0559
met5         -                 0          0
met4         0                 0    0.00226
met2        23              1290     0.0629
li1        632                 -          -
met3         0               156    0.00904
## final timing paths
| kind | from | to | slack [ns] | cells after the start |
|---|---|---|---|---|
| worst max-delay path | cd.counter[0] | cd.div_clock | 1.47 | 1 |
| worst min register to register | cd.counter[0] | cd.counter[0] | 0.44 | 1 |
| worst max register to register | cd.counter[0] | cd.div_clock | 1.47 | 1 |
| worst min-delay path | cd.counter[0] | cd.counter[0] | 0.44 | 1 |
Power and IR drop assume default switching activity.
