--- flow/design.v ---
module fibGen
(
    input  clk,rst,
    output reg [31:0]sequence
);
reg [31:0]num1,num2;
always @ (posedge clk)
begin
  if(rst)
  begin
  num1 <= 0;
  num2 <= 1;
  sequence <= 0;
  end
  else begin
  num1 <= num2;
  num2 <= num1 + num2;
  sequence <= num2;
  end
end
endmodule 
--- flow/run.sh ---
#!/bin/bash
# OpenROAD 26Q1-2900-gdf79404cd8, Yosys 0.63+post, stock flow scripts
make -C /OpenROAD-flow-scripts/flow DESIGN_CONFIG=/design/flow/config.mk WORK_HOME=/design/flow/orfs finish
--- flow/config.mk ---
export PLATFORM = sky130hd
export DESIGN_NAME = fibGen
export DESIGN_NICKNAME = fibGen
export VERILOG_FILES = /design/flow/design.v
export SDC_FILE = /design/flow/constraint.sdc
export NUM_CORES = 4
export LEC_CHECK = 1
export CORE_UTILIZATION = 40
--- flow/constraint.sdc ---
current_design fibGen

set clk_period 8.0
set clk_io_pct 0.2

create_clock -name clk0 -period $clk_period [get_ports {clk}]

set non_clock_inputs [all_inputs -no_clocks]
set_input_delay [expr $clk_period * $clk_io_pct] -clock clk0 $non_clock_inputs
set_output_delay [expr $clk_period * $clk_io_pct] -clock clk0 [all_outputs]
==> flow_summary.toml <==
# generated from flow reports
[final_timing]
finalClockSkew_ps = 6.042
setup_viol = 0
whs_ps = 464.9
fmax_mhz = 339.6
slew_headroom = 0.5034
setup_tns_ps = 0
tightest_slew_ps = 744.9
finalWorstPathRequiredPeriod_ps = 2944
rsz0062_at_grt = "no"
finalMaxSlewViolations = 0
fin_crit_sh = 0.3680
finalHoldViolations = 0

[synthesis]
synth_cell_types = 61
synthAdderAreaFrac = 0.1123
edf_count = 0
synthTopCellsByCount = "dfxtp_1 (64), a21oi_1 (40), nor2b_1 (39)"
yosys_warnings = 1
ys_top_cells_by_area = "dfxtp_1 (35%), ha_1 (11%), nor2b_1 (6.7%)"
netlist_area_sq_um = 3632
synth_top_area_share = 0.3527
yosysSeqAreaShare = 0.3527
synth_area_per_cell_sq_um = 8.795
mux_share = 0.008956
ys_seq_elements = 64
top_area_cell = "dfxtp_1"
ys_sh_xor = 0.04581
simple_gate_share = 0.2315
synth_async_sr_flop_share = 0
synth_top_cell_by_count = "dfxtp_1"
ys_sh_aoi = 0.2108
ff_type = "dfxtp_1"
synth_cells = 413
yosys_area_sq_um = 3632
ys_top_logic_family = "simple AND/OR/NAND/NOR gates"
yosysCellCount = 413

[routing]
wl_met2_mm = 3.167
first_pass_iters = 6
via_per_inst = 5.544
vias = 3038
post_drt_wl_per_cell_microns = 13.65
highest_layer = "met4"
route.met3.wl_microns = 351
wl_met1_mm = 3.795
drc = 0
num_antenna_cells = 0
routed_wl_mm = 7.478
ant_nets = 0
drt_iter0_drc = 117

[setup_path]
cp_slowest_stage_delay_ps = 560
cp-start-kind = "primary input"
worstPathRequired_ps = 8230
worst-path-buf-inv = 2
r2r_slack_ps = 5190
critPathCaptureType = "flip-flop"
criticalPathCategory = "in -> reg"
worstRegToRegCells = 8
r2r_start = "num1[0]$_SDFF_PP0_"
slowest_stage = "buf_4"
worstPathCellList = "buf_2, buf_4, and2b_1, nand2_1, a2bb2o_1, o41ai_1, or3b_1"
cp_max_fo = 75
r2r_end = "num2[28]$_SDFF_PP0_"
worstPathArrival_ps = 3170
cp_top_family = "simple AND/OR/NAND/NOR gates"

[cts]
post_cts_resized = 0
clk_pin_slew_ps = 60
cts-buffers-inserted = 9
post_cts_buffers = 0
ctsHtreeMaxLevel = 3
clock_latency_ps = 350
cts_hold_buf = 0
cts_tree = "yes"
cts-root-buf = "clkbuf_8"
cts.sink_count = 64
cts_buffer_depth = 2

[run]
warning_count = 25
cap_violations = 0

[global_route]
grt_use_total = 0.1674
grt_pass1_wl_mm = 12.92
grt_max_degree = 76
grt_pass1_vias = 2847
grt_overflow_total = 0
antenna_found_initial = 0

[finish]
fillers = 861
layout-drive-gt1-share = 0.05682
final_cell_count_no_fill = 548
areaGrowthSynthToFinish_pct = 15.05
fin_area_sq_um = 4179

[die]
fp_util = 0.4145
core_sq_um = 8763
ios = 34
die_area_sq_um = 9465
die_w_microns = 97.29
die_y_microns = 97.29
rows = 34

[hold_path]
min_delay_path_depth = 1
hp-start = "num2[30]$_SDFF_PP0_"
hold_class = "reg -> reg"
whs_endpoint = "num1[30]$_SDFF_PP0_"

[place]
place_area_sq_um = 3978
portBuffers = 33
hpwl_mm = 5.356
gp_congestion = 0.8477
placedCellCount = 533

[status]
status = "finished, final reports clean"

[power_and_ir_drop]
power.density_nw_per_um2 = 208.7
power.leakage_uw = 0.001650
peakVddDrop_mv = 0.1054
[state kept, by name, indices dropped and copies added (netlist names)]
register / cells
num1: 32
num2: 32
[cells by family (layout without fill, tap and decap cells)]
family | Yosys count | in the layout
and+or+nand+nor | 153 | 153
adders and majority gates | 32 | 32
AOI/OAI and AO/OA | 116 | 116
muxes | 3 | 3
xor gates and xnor gates | 19 | 19
buffers and inverters | 26 | 53
DFF | 64 | 64
[through the flow]
step                  util  power [uW]  worst slack, ps
global placement    0.4539       586.8             4736
CTS                 0.4769       884.1             5037
global route        0.4769       934.3             4921
floorplan                -       534.6             5501
detailed placement  0.4539       590.5             4662
finish              0.4769       872.1             5056
[worst max-delay path by stage]
stage,cells past startpoint,from,endpoint
CTS,7,rst,num2[30]$_SDFF_PP0_
global route,7,rst,num2[30]$_SDFF_PP0_
finish,7,rst,num2[30]$_SDFF_PP0_
[routing by layer]
layer,up-vias,global-route usage
met4,0,0.02828
met1,1399,0.2566
met2,82,0.2584
met5,-,0
li1,1544,-
met3,13,0.02855
[cell type report]
| cell class | count | area, sq um | share of cell area |
|---|---|---|---|
| clock inverters | 4 | 70.07 | 0.01677 |
| flip-flops and latches | 64 | 1281 | 0.3066 |
| multi-input cells | 323 | 2213 | 0.5296 |
| well taps | 108 | 135.1 | 0.03234 |
| repair buffers | 34 | 332.8 | 0.07964 |
| clock buffers | 11 | 131.4 | 0.03144 |
| inverters | 4 | 15.01 | 0.003593 |
[report_power, final]
| group | internal (uW) | switching (uW) | leakage [uW] | total [uW] |
|---|---|---|---|---|
| logic | 104 | 110 | 0.00103 | 214 |
| registers | 352 | 17.4 | 0.000520 | 370 |
| clock network | 173 | 116 | 0.000103 | 289 |
[layout by cell type, fill, tap and decap left out, types with 2 or more instances in the layout]
| cell | count |
|---|---|
| clkinv_2 | 2 |
| ha_1 | 31 |
| nor2_1 | 30 |
| nand4_1 | 8 |
| nand2b_1 | 4 |
| o41ai_1 | 3 |
| inv_1 | 4 |
| mux2_1 | 2 |
| a21o_1 | 8 |
| o21bai_1 | 5 |
| a21oi_1 | 40 |
| nand2_1 | 20 |
| clkbuf_8 | 9 |
| and2_1 | 2 |
| and3_1 | 3 |
| o211ai_1 | 7 |
| o221ai_1 | 2 |
| xnor2_1 | 10 |
| o21a_1 | 6 |
| bufinv_16 | 2 |
| xor2_1 | 9 |
| nor2b_1 | 39 |
| a31oi_1 | 2 |
| nor3_1 | 18 |
| a211oi_1 | 5 |
| a21o_2 | 2 |
| and4_1 | 2 |
| nor4b_1 | 4 |
| clkbuf_1 | 2 |
| clkdlybuf4s50_1 | 32 |
| dfxtp_1 | 64 |
| nor3b_1 | 2 |
| o21ai_0 | 19 |
| nand3_1 | 9 |
| o21ai_1 | 5 |
Power and IR drop assume default switching activity.
